--- design.v ---
module counter(clk_1, rst, clear, sw_en, time_sec_h, time_sec_l, time_msec_h, time_msec_l);
input clk_1, rst, clear, sw_en;
output [2:0] time_sec_h;
output [3:0] time_sec_l, time_msec_l, time_msec_h;
reg [2:0] time_sec_h;
reg [3:0] time_sec_l, time_msec_l, time_msec_h;
always @(posedge clk_1 or negedge rst) begin
	if (!rst) begin
		time_msec_l <= 0;
	end
	else if (clear) begin
		time_msec_l <= 0;
	end
	else begin
		if (sw_en) begin
			if (time_msec_l == 9)
			time_msec_l <= 0;
			else
			time_msec_l <= time_msec_l+1;
		end
		else 
			time_msec_l <= time_msec_l;
	end
end
always @(posedge clk_1 or negedge rst) begin
	if (!rst) begin
		time_msec_h <= 0;
	end
	else if (clear) begin
		time_msec_h <= 0;
	end
	else begin
		if (sw_en) begin
			if (time_msec_l == 9) begin
				if (time_msec_h == 9)
					time_msec_h <= 0;
				else
					time_msec_h <= time_msec_h+1;
			end
			else begin
				time_msec_h <= time_msec_h;
			end
		end
	end
end
always @(posedge clk_1 or negedge rst) begin
	if (!rst) begin
		time_sec_l <= 0;
	end
	else if (clear) begin
		time_sec_l <= 0;
	end
	else begin
		if (sw_en) begin
			if (time_msec_h == 9 && time_msec_l == 9) begin
				if (time_sec_l == 9)
					time_sec_l <= 0;
				else
					time_sec_l <= time_sec_l+1;
			end
			else
			time_sec_l <= time_sec_l;
		end
	end
end
always @(posedge clk_1 or negedge rst) begin
	if (!rst) begin
		time_sec_h <= 0;
	end
	else if (clear) begin
		time_sec_h <= 0;
	end
	else begin
		if (sw_en) begin
			if (time_msec_h == 9 && time_msec_l == 9 && time_sec_l == 9)
				if (time_sec_h == 5)
					time_sec_h <= 0;
				else
					time_sec_h <= time_sec_h+1;
			else
			time_sec_h <= time_sec_h;
		end
	end
end
endmodule
module divider_s (clk, rst, clk_1, clk_2);
input clk, rst;
output clk_1, clk_2;
reg clk_1, clk_2;
reg [19:0] flag_1;
reg [1:0] flag_2;
always @(posedge clk or negedge rst) begin
	if (!rst) begin
		flag_2 <= 0;
		clk_2 <= 0;
	end
	else if (flag_2 == 2'd1) begin
		clk_2 = ~clk_2;
		flag_2 <= 0;
	end
	else
		flag_2 <= flag_2 +1;
end
always @(posedge clk or negedge rst) begin
	if (!rst) begin
		flag_1 <= 0;
		clk_1 <= 0;
	end
	else if (flag_1 == 20'd49) begin   
		clk_1 = ~clk_1;
		flag_1 <= 0;
	end
	else
		flag_1 <= flag_1 +1;
end
endmodule
module stopwatch(clk, rst, sw_en, pause, clear, clk_out, time_sec_h, time_sec_l, time_msec_h, time_msec_l, time_out);
input clk, rst, clear, sw_en, pause;
output clk_out, time_out;
output [2:0] time_sec_h;
output [3:0] time_sec_l, time_msec_l, time_msec_h;
reg [2:0] time_sec_h;
reg [3:0] time_sec_l, time_msec_l, time_msec_h;
wire clk_1, clk_2;
wire [2:0] time_sec_h_in;
wire [3:0] time_sec_l_in, time_msec_l_in, time_msec_h_in;
reg time_out;
parameter time_set = 16'h1000;
divider_s divider_s (.clk(clk), 
					.rst(rst),
					.clk_1(clk_1),
					.clk_2(clk_2));
assign clk_out = clk_2;
counter counter(.clk_1(clk_1),
				.rst(rst),
				.clear(clear),
				.sw_en(sw_en),
				.time_sec_h(time_sec_h_in),
				.time_sec_l(time_sec_l_in),
				.time_msec_h(time_msec_h_in),
				.time_msec_l(time_msec_l_in));
always @(posedge clk or negedge rst) begin
	if (!rst) begin
		time_sec_h  <=0;
		time_sec_l  <=0;
		time_msec_h <=0;
		time_msec_l <=0; 
	end
	else if (!pause) begin
		time_sec_h  <=time_sec_h_in ;
		time_sec_l  <=time_sec_l_in ;
		time_msec_h <=time_msec_h_in;
		time_msec_l <=time_msec_l_in; 
	end
	else begin
		time_sec_h  <=time_sec_h ;
		time_sec_l  <=time_sec_l ;
		time_msec_h <=time_msec_h;
		time_msec_l <=time_msec_l; 
	end
end
always @(posedge clk or negedge rst) begin
	if (!rst)
		time_out <= 0;
	else  begin
		if ({time_sec_h, time_sec_l, time_msec_h, time_msec_l} == time_set)
			time_out = 1;
		else if ({time_sec_h, time_sec_l, time_msec_h, time_msec_l} == 16'h5999)
			time_out = 0;
	end
end
endmodule
--- run.sh ---
#!/bin/bash
# OpenROAD 26Q1-2900-gdf79404cd8, Yosys 0.63+post, stock flow scripts
make -C /OpenROAD-flow-scripts/flow DESIGN_CONFIG=/design/flow/config.mk WORK_HOME=/design/flow/orfs finish
--- config.mk ---
export PLATFORM = sky130hd
export DESIGN_NAME = stopwatch
export DESIGN_NICKNAME = stopwatch
export VERILOG_FILES = /design/flow/design.v
export SDC_FILE = /design/flow/constraint.sdc
export NUM_CORES = 4
export LEC_CHECK = 1
export CORE_UTILIZATION = 30
--- constraint.sdc ---
current_design stopwatch

set clk_period 2.8
set clk_io_pct 0.2

create_clock -name clk0 -period $clk_period [get_ports {clk}]

set non_clock_inputs [all_inputs -no_clocks]
set_input_delay [expr $clk_period * $clk_io_pct] -clock clk0 $non_clock_inputs
set_output_delay [expr $clk_period * $clk_io_pct] -clock clk0 [all_outputs]
==> reports/metrics.cfg <==
[synth]
yosys.area_share.xor_xnor_pct=7.54
yosysMostFrequentCell=dfrtp_1
synthTopCellsByCount=55 x dfrtp_1, 21 x nor2_1, 20 x nand2_1, 12 x mux2_2, 12 x xnor2_1
syn_inst=234
netlist_area_sq_um=2540
mux_area_share_pct=6.11
simple_gate_area_share_pct=19.8
synth_cell_type_count=38
yosysChipArea_sq_um=2540
ys_seq_share_pct=54.2
ff_type=dfrtp_1
yosysWarnings=3
synthTopLogicFamily=simple AND/OR/NAND/NOR gates
ys_sh_aoi_pct=5.23
ys_sh_adder_pct=3.94
top_cell_area_share_pct=54.2
largest_area_cell=dfrtp_1
edf_count=0
syn_avg_cell_area_sq_um=10.8
netlist_top_cells_area=dfrtp_1 54%, mux2_2 5.3%, xnor2_1 4.1%, ha_1 3.9%, nor2_1 3.1%
ys_async_sr_fraction_pct=100
ys_cells=234
synth_flop_count=55

[drt]
drc=1
ant_nets=0
via_per_inst=4.68
wl_um=4380
antennaDiodeCount=0
wl_per_cell_um=12.2
first_pass_iters=45
via_count=1685
drt_iter0_drc=62

[layout]
syn_to_final_growth_pct=15.1
fillers=815
drive_above_1_share_pct=9.41
logic_area_sq_um=1080
seqCellArea_sq_um=1380
fin_util_pct=35.5

[worst_setup_path]
critPathMaxFanout=6
r2r_slack_ns=1.03
critical_path_arrival_ns=1.92
startpoint_type=register
rr_worst_depth=4
cp.required_ns=2.96
critical_path_class=reg2reg
rr_startpoint=divider_s.flag_1[3]
setup.worst_path.end_class=register
r2r-end=divider_s.clk_1

[timing]
rsz0062_at_grt=false
setup_slack_ns=1.03
finalCriticalPeriod_ns=1.77
setup_tns_ns=0
hold_viol=0
hold-worst-slack_ns=0.0817
finalClockPeriodUsage_pct=63.1
max_slew.worst_pin.slew_ns=0.684
skew_ns=0.00580
final-setup-viol-count=0
untimed_endpoints=15
unclocked_regs=15
drv_slew=0
relSlewSlack_pct=54.3
fmax_mhz=566

[outcome]
violations=design-rule violations
outcome=complete, but fails checks

[grt]
grt_pass1_wl_um=7650
grt_usage_pct=11.1
gr-total-overflow=0
grt_pass1_vias=1590
grt_max_degree=27
antenna_found_initial=0

[floorplanning]
fp_util_pct=30.9
chipArea_sq_um=8830
io_pins=22
fp.dieW_um=94.0
num_rows=33
dieHeight_um=94.0
core_area_sq_um=8220

[run]
cap_violations=0
warning_count=29

[cts]
post-cts-setup-buffer-count=0
cts-htree-levels=2
cts.path.max_buffers=2
cts_root_buffer=clkbuf_8
post_cts_resized=0
cts_inserted_buffers=5
hold_buffers=0
clock_latency_ns=0.28
cts.clk_slew.worst_paths_ns=0.08
cts_tree=yes

[hold_path]
hold_path.class=in2async

[placed_design]
dp_hpwl_um=3210
port_buffers=21
gp_congestion=0.761
dp_slack_ns=0.769

[power_and_ir_drop]
power_density_nw_per_um2=332
vdd_ir_drop_max_v=0.000166
leakage_nw=1.30

kinds of logic after synthesis:
| logic type | Yosys count |
|---|---|
| adder cells (fa/ha/maj) | 8 |
| multiplexers | 14 |
| buffers and inverters | 18 |
| AND-OR/OR-AND | 25 |
| AND/OR/NAND/NOR | 93 |
| flip-flops | 55 |
| XOR/XNOR | 21 |
layer usage:
metal  vias to the layer above  global-route usage [%]  share of wire, %
li1                        857                       -                 -
met1                       802                    18.3                53
met2                        24                    16.4                43
met3                         2                    1.81               3.3
met4                         0                    1.15              0.66
met5                         -                       0                 0
report_power, final:
group	internal [W]	switching (W)
Sequential	0.000578	0.000000648
Clock	0.000169	0.000185
Combinational	0.0000118	0.0000251
state kept, by name, indices dropped and copies added (netlist names), 2 cells and up:
signal               count
counter.time_msec_h      4
counter.time_msec_l      4
counter.time_sec_h       3
counter.time_sec_l       4
divider_s.flag_1        20
divider_s.flag_2         2
time_msec_h              4
time_msec_l              4
time_sec_h               3
time_sec_l               4
area by class of cell:
cell class	count	area share [%]
Sequential cell	55	47.1
Tap cell	105	4.50
Clock buffer	6	2.49
Clock inverter	1	0.171
Multi-Input combinational cell	161	37.0
Timing Repair Buffer	23	7.54
Inverter	9	1.16
critical path, stage by stage, from the launching register on:
cell and delay (ns):
dfrtp_1 0.42, or4_1 0.52, nor4_1 0.22, and4_1 0.39, xor2_2 0.09
how the worst max path moves through the flow:
stage / start / endpoint / cells past startpoint
4_1_cts: divider_s.flag_1[3] / divider_s.clk_1 / 4
5_1_grt: divider_s.flag_1[3] / divider_s.clk_1 / 4
6_report: divider_s.flag_1[3] / divider_s.clk_1 / 4
cell usage in the layout (no fill, tap or decap), types with 6 or more instances in the layout:
cell,instances
nand4_1,6
nand2_1,20
nor3_1,6
nor2_1,21
nor4_1,6
ha_1,8
nand3_1,9
o21ai_0,10
mux2_2,12
xnor2_1,12
dfrtp_1,55
a21oi_1,11
xor2_1,8
clkdlybuf4s50_1,20
inv_1,9
stage by stage:
| step | instance area, sq um | cells | total power [W] |
|---|---|---|---|
| 3_5_place_dp | 2840 | 353 | 0.000629 |
| 5_1_grt | 2920 | 360 | 0.00102 |
| 2_1_floorplan | 2540 | 234 | 0.000602 |
| 4_1_cts | 2920 | 360 | 0.000991 |
| 3_3_place_gp | 2840 | 353 | 0.000629 |
| 6_report | 2920 | 360 | 0.000970 |
Power figures rest on the tool's default switching activity, not on a simulated workload.
