--- design/flow/design.v ---
module mod7(clk, rst, data_in, data_out);
input rst, clk, data_in;
output [2:0] data_out;
wire [2:0] data_out;
reg [15:0] divisor;
parameter S0=3'b000; 
parameter S1=3'b001; 
parameter S2=3'b010; 
parameter S3=3'b011; 
parameter S4=3'b100; 
parameter S5=3'b101; 
parameter S6=3'b110;
reg [2:0] current_state, next_state;
reg [1:0] flag;
always @(posedge clk or negedge rst) begin
	if (!rst) begin
		divisor <= 0;
		current_state <= S0;
	end
	else  begin
		divisor <= {divisor[14:0], data_in};
		current_state <= next_state;	
	end
end
always @(*) begin
	next_state = 3'bx;
	flag = {divisor[15],divisor[0]};
	case(current_state)
	S0: 
		case(flag)
		2'b00:  next_state = S0 ;
		2'b01:  next_state = S1 ;
		2'b10:  next_state = S3 ;
		2'b11:  next_state = S4 ;
		endcase
	S1:
		case(flag)
		2'b00:  next_state = S2 ;
		2'b01:  next_state = S3 ;
		2'b10:  next_state = S5 ;
		2'b11:  next_state = S6 ;
		endcase
	S2: 
		case(flag)
		2'b00:  next_state = S4 ;
		2'b01:  next_state = S5 ;
		2'b10:  next_state = S0 ;
		2'b11:  next_state = S1 ;
		endcase
	S3:
		case(flag)
		2'b00:  next_state = S6 ;
		2'b01:  next_state = S0 ;
		2'b10:  next_state = S2 ;
		2'b11:  next_state = S3 ;
		endcase
	S4: 
		case(flag)
		2'b00:  next_state = S1 ;
		2'b01:  next_state = S2 ;
		2'b10:  next_state = S4 ;
		2'b11:  next_state = S5 ;
		endcase
	S5:
		case(flag)
		2'b00:  next_state = S3 ;
		2'b01:  next_state = S4 ;
		2'b10:  next_state = S6 ;
		2'b11:  next_state = S0 ;
		endcase
	S6:
		case(flag)
		2'b00:  next_state = S5 ;
		2'b01:  next_state = S6 ;
		2'b10:  next_state = S1 ;
		2'b11:  next_state = S2 ;
		endcase
	endcase
end
assign  data_out = next_state ;
endmodule  
--- design/flow/run.sh ---
#!/bin/bash
# OpenROAD 26Q1-2900-gdf79404cd8, Yosys 0.63+post, stock flow scripts
make -C /OpenROAD-flow-scripts/flow DESIGN_CONFIG=/design/flow/config.mk WORK_HOME=/design/flow/orfs finish
--- design/flow/config.mk ---
export PLATFORM = sky130hd
export DESIGN_NAME = mod7
export DESIGN_NICKNAME = mod7
export VERILOG_FILES = /design/flow/design.v
export SDC_FILE = /design/flow/constraint.sdc
export NUM_CORES = 4
export LEC_CHECK = 1
export CORE_AREA = 10 10 80 80
export DIE_AREA = 0 0 90 90
--- design/flow/constraint.sdc ---
current_design mod7

set clk_period 2.1
set clk_io_pct 0.2

create_clock -name clk0 -period $clk_period [get_ports {clk}]

set non_clock_inputs [all_inputs -no_clocks]
set_input_delay [expr $clk_period * $clk_io_pct] -clock clk0 $non_clock_inputs
set_output_delay [expr $clk_period * $clk_io_pct] -clock clk0 [all_outputs]
==> qor.csv <==
metric,value,unit
fp_density,0.170,
grt ovf,0,
"Chip Area, Yosys",803,µm²
clock root buffer,clkbuf_8,
1st-iter DRT viols,29,
Routed Antenna Nets,0,
Residual DRC,0,
Max H-tree Level,1,
Die Size,0.00810,mm²
vias per inst,3.61,
Switch Pwr,0.000438,W
worst stage delay on the critical path,0.41,ns
Buffers on Ports,5,
Worst Tran Pin Value,0.289,ns
Post-Layout Cell Count,150,
cts hold-fix bufs,0,
failing checks,setup timing,
clk sinks,19,
met2 WL post-DR,695,µm
Largest type area fraction,0.592,
Comb power frac,0.462,
RSZ-0062 raised after global routing,yes,
number of cell rows,25,
ys flop type,dfrtp_1,
I/O Pins,6,
CP required,1.68,ns
area grow syn2layout,53.3,%
top layer in use,met3,
TritonRoute pass-1 iters,3,
first-pass GRT wire length,2.79,mm
fraction of layout cells with a size suffix above 1,0.530,
Synth warnings,1,
crit-path max FO,3,
clock-pin slew on the worst setup and hold paths,0.06,ns
Final Max Slew Viols,0,
total number of vias,541,
internal power,0.000900,W
"crit path setup slack, layout",-0.0154,ns
Final Hold Viols,0,
cell type with the largest total area,dfrtp_1,
WL met3,71,µm
most frequent cells in the layout,"dfrtp_1 (17), buf_4 (9), ha_4 (6)",
sw frac,0.327,
Clock Skews,0.00241,ns
core footprint,0.00472,mm²
CP max-delay cell,dfrtp_1,
sequential share of the synthesized area,0.592,
critical setup path kind,flop to primary output,
Reg2Reg Depth,6,
Tot GR Track Use,0.0398,
post-synthesis cell count from yosys,63,
minimum hold slack,0.345,ns
top cells by area,"dfrtp_1 (59%), ha_1 (11%), nand2b_1 (3.9%)",
leakage power,0.487,nW
CTS tree,done,
Max-slew headroom,0.805,
WL per Instance,10.5,µm
count of final setup violators,2,
most frequent logic cell in the layout,dfrtp_1,
r2r endpoint,current_state[1],
Worst Min Path Start,divisor[8],
hold path depth,0,
outcome,"finished, violations left",
placed cells,141,
sequential share of power,0.360,
flop2flop setup slack,0.53,ns
min cycle time layout,2.12,ns
"EDFF count, synth",0,
die height,90,µm
clock buffer depth,2,
CP arrival,1.70,ns
"FF+latch count, synth",19,
post-layout util,0.261,
startpoint types,flop,
Hold WC Path Type,flop to flop,
clk ins delay skew pair,0.25,ns
post-layout period usage,1.01,
worst path cell trace,"buf_6, ha_4, nor3b_4, a2111oi_4, o32a_1, buf_2",
TritonCTS buffer count,3,
pin count of the biggest net entering global routing,20,
"FFs w/ async S/R, synth",1.00,
VDD IR max,388,µV
vias in the first global route,560,
Synth Cell Area,803,µm²
dpl hpwl,1.00,mm
distinct lib cells,25,
final WL,1.57,mm
Syn Area/Cell,12.8,µm²
initial antenna violation count,0,
pwr dens,1090,mW/mm²
worst reg2reg startpoint,divisor[15],
Crit. End Element,primary output,
tool warnings,33,
Mapped Cells,63,
max-cap violations,0,
setup_tns,-0.0200,ns
clock network fraction of total power,0.178,
Hold Path Sink,divisor[9],
antenna cells,0,
RePlAce Congestion,0.900,
max frequency,0.473,GHz
Die Width,90,µm
Power Total,0.00134,W
M1 WL,803,µm
## cell families (layout without fill, tap and decap cells)
logic type,count (synthesis),count (layout),share of synthesized area
compound gates,15,15,0.143
fa+ha+maj,7,7,0.109
buf+inv,7,27,0.0467
flops,19,19,0.592
simple gates,15,15,0.109
## synthesized netlist by cell type (2+ instances only)
master / instances
dfrtp_1: 19
ha_1: 7
nand2b_1: 5
a21oi_1: 4
inv_1: 4
a211oi_1: 2
nand2_1: 2
nor2_1: 2
o32a_1: 2
## power groups by stage
stage	logic, W	registers (W)	clock network [W]
CTS	0.000579	0.000473	0.000248
global route	0.000678	0.000493	0.000268
finish	0.000618	0.000482	0.000238
## per-layer routing
| layer | up-vias | track usage |
|---|---|---|
| li1 | 262 | - |
| met1 | 271 | 0.0602 |
| met2 | 8 | 0.0563 |
| met3 | 0 | 0.0142 |
| met4 | 0 | 0 |
| met5 | - | 0 |
## flip-flops by register name, indices dropped and copies added (netlist names)
name,flops
divisor,16
current_state,3
## layout make-up
type	instances	area (µm²)
clock buffer	4	45.0
fill	463	3490
inverter	5	21.3
multi-input combinational	37	455
sequential	19	478
tap	67	83.8
timing repair buffer	18	148
## critical path: cells and delay by family, from the launching register on
kind                       cells  cell delay [ns]
AOI/OAI and AO/OA              2             0.40
adders and majority gates      1             0.17
buffers and inverters          2             0.26
DFF                            1             0.41
and+or+nand+nor                1             0.20
## worst max path at each step
stage | start | endpoint | depth (start not counted)
CTS | divisor[15] | data_out[1] | 7
global route | divisor[15] | data_out[0] | 6
finish | divisor[15] | data_out[1] | 6
## stage by stage
step                      worst slack (ns)  instance area, µm²
after floorplan                      0.333                 803
after global placement              -0.206                 978
after detailed placement            -0.257                 978
after CTS                          -0.0264                1180
after global routing               -0.0908                1230
final                              -0.0154                1230
## timing repair
action                                  4_1_cts  5_1_grt
buffers inserted                              4        1
hold endpoints to repair                      0        0
resized                                      40        6
endpoints found under the setup margin        3        3
pin swaps                                    10        7
No activity file was given, so power comes from the tool's default toggle rates.
